[design/flow/config.mk]
export PLATFORM = sky130hd
export DESIGN_NAME = memory_burst_processor
export DESIGN_NICKNAME = memory_burst_processor
export VERILOG_FILES = /design/flow/design.v
export SDC_FILE = /design/flow/constraint.sdc
export NUM_CORES = 4
export LEC_CHECK = 1
export CORE_AREA = 10 10 353 353
export DIE_AREA = 0 0 363 363
[design/flow/constraint.sdc]
current_design memory_burst_processor

set clk_period 10.2
set clk_io_pct 0.2

create_clock -name clk0 -period $clk_period [get_ports {CLOCK}]

set non_clock_inputs [all_inputs -no_clocks]
set_input_delay [expr $clk_period * $clk_io_pct] -clock clk0 $non_clock_inputs
set_output_delay [expr $clk_period * $clk_io_pct] -clock clk0 [all_outputs]
[design/flow/design.v]
module memory_burst_processor(
	input CLOCK,
	input reset_n,
	input [31:0] in_count,
	output reg fifo_in_read,
	input [63:0] fifo_in_readdata,
	input fifo_in_waitrequest,
	output reg fifo_out_write,
	output reg [63:0] fifo_out_writedata,
	input fifo_out_waitrequest,
	output reg [26:0] sdram0_data_address,
	output reg [7:0] sdram0_data_burstcount,
	input sdram0_data_waitrequest,
	input [255:0] sdram0_data_readdata,
	input wire sdram0_data_readdatavalid,
	output reg sdram0_data_read,
	output reg is_reading,
	input [26:0] sdram1_data_address,
	input [7:0]	sdram1_data_burstcount,
	output sdram1_data_waitrequest,
	input [255:0] sdram1_data_writedata,
	input [31:0] sdram1_data_byteenable,
	input sdram1_data_write,
	input [31:0] b_cols,
	input [31:0] b_rows,
	input [31:0] a_cols,
	input [31:0] a_rows
	);
	localparam BYTES_PER_ADDR = 32;
	localparam BURST_N = 128;
	reg [31:0] read_addr;
	reg [31:0] read_size;
	reg [31:0] read_count;
	reg [31:0] burst_count;
	reg [31:0] sum;
	wire [31:0] sum_next;
	wire [127:0] systolic_out_data;
	systolic_16x16 systolic_inst(
		.CLOCK(CLOCK),
		.input_valid(sdram0_data_readdatavalid),
		.reset(!reset_n),
		.mult_over(0),
		.in_col(sdram0_data_readdata[255:128]),
		.in_row(sdram0_data_readdata[127:0]),
		.in_data(0),
		.out_data(systolic_out_data),
	);
	always @(posedge CLOCK, negedge reset_n) begin
		if (!reset_n) begin
			read_addr <= 0;
			read_size <= 0;
			read_count <= 0;
			burst_count <= 0;
			is_reading <= 0;
			sum <= 0;
			sdram0_data_address <= 0;
			sdram0_data_burstcount <= 0;
			sdram0_data_read <= 0;
			fifo_in_read <= 0;
			fifo_out_write <= 0;
		end else begin
			if (fifo_out_write && !fifo_out_waitrequest) begin
				fifo_out_write <= 0;
			end
			if (sdram0_data_read && !sdram0_data_waitrequest) begin
				sdram0_data_read <= 0;
			end
			if (!is_reading) begin
				fifo_in_read <= 1;
			end
			if ((fifo_in_read && !fifo_in_waitrequest && fifo_in_readdata != 0)) begin
				read_addr <= fifo_in_readdata[31:0] / BYTES_PER_ADDR;
				read_size <= fifo_in_readdata[63:32] / BYTES_PER_ADDR;
				read_count <= 0;
				burst_count <= 0;
				is_reading <= 1;
				sum <= 0;
				sdram0_data_address <= fifo_in_readdata[31:0] / BYTES_PER_ADDR;
				sdram0_data_burstcount <= 128;
				sdram0_data_read <= 1;
				fifo_out_writedata <= {32'h0000_0000, in_count};
				fifo_out_write <= 1;
				fifo_in_read <= 0;
			end
			else begin
				if (sdram0_data_readdatavalid && is_reading) begin
					sum = sum_next;
					read_count <= read_count + 1;
					burst_count <= burst_count + 1;
					if (read_count == read_size - 1) begin
						read_count <= 0;
						burst_count <= 0;
						read_addr <= 0;
						read_size <= 0;
						is_reading <= 0;
						sdram0_data_address <= 0;
						sdram0_data_burstcount <= 0;
						sdram0_data_read <= 0;
						fifo_out_writedata <= {-sum_next, in_count};
						fifo_out_write <= 1;
					end else begin
						if (burst_count == BURST_N -1) begin
							burst_count <= 0;
							sdram0_data_address <= read_addr + read_count + 1;
							sdram0_data_read <= 1;
						end
					end
				end
			end
		end 
	end
endmodule
module systolic_1x1(
	input CLOCK,
	input input_valid,
	input reset,
	input mult_over,
	input [7:0] in_col,
	input [7:0] in_row,
	input [7:0] in_data,
	output reg [7:0] out_col,
	output reg [7:0] out_row,
	output reg [7:0] out_data
);
	reg [31:0] mac;
	wire [31:0] mac_next;
	wire [15:0] mult_res;
	wire [7:0] mac_shifted;
	assign mult_res = out_col * out_row;
	assign mac_next = mac + {{16{mult_res[15]}}, mult_res};
	assign mac_shifted = mac_next[7:0];
	always @ (posedge CLOCK, posedge reset) begin
		if (reset) begin
			out_col <= 0;
			out_row <= 0;
			out_data <= 0;
			mac <= 0;
		end
		else if (input_valid) begin
			mac <= mac_next;
			out_col <= in_col;
			out_row <= in_row;
			out_data <= mult_over? in_data : mac_shifted;
		end
	end
endmodule
module systolic_2x2(
	input CLOCK,
	input input_valid,
	input reset,
	input mult_over,
	input [15:0] in_col,
	input [15:0] in_row,
	input [15:0] in_data,
	output [15:0] out_col,
	output [15:0] out_row,
	output [15:0] out_data
);
	wire [15:0] internal_col;
	wire [15:0] internal_row;
	wire [15:0] internal_data;
	systolic_1x1 m00(
		.CLOCK(CLOCK),
		.input_valid(input_valid),
		.reset(reset),
		.mult_over(mult_over),
		.in_col(in_col[7:0]),
		.in_row(in_row[7:0]),
		.in_data(internal_data[7:0]),
		.out_col(internal_col[7:0]),
		.out_row(internal_row[7:0]),
		.out_data(out_data[7:0])
	);
	systolic_1x1 m10(
		.CLOCK(CLOCK),
		.input_valid(input_valid),
		.reset(reset),
		.mult_over(mult_over),
		.in_col(internal_col[7:0]),
		.in_row(in_row[15:8]),
		.in_data(internal_data[15:8]),
		.out_col(out_col[7:0]),
		.out_row(internal_row[15:8]),
		.out_data(out_data[15:8])
	);
	systolic_1x1 m01(
		.CLOCK(CLOCK),
		.input_valid(input_valid),
		.reset(reset),
		.mult_over(mult_over),
		.in_col(in_col[15:8]),
		.in_row(internal_row[7:0]),
		.in_data(in_data[7:0]),
		.out_col(internal_col[15:8]),
		.out_row(out_row[7:0]),
		.out_data(internal_data[7:0])
	);
	systolic_1x1 m11(
		.CLOCK(CLOCK),
		.input_valid(input_valid),
		.reset(reset),
		.mult_over(mult_over),
		.in_col(internal_col[15:8]),
		.in_row(internal_row[15:8]),
		.in_data(in_data[15:8]),
		.out_col(out_col[15:8]),
		.out_row(out_row[15:8]),
		.out_data(internal_data[15:8])
	);
endmodule
module systolic_4x4(
	input CLOCK,
	input input_valid,
	input reset,
	input mult_over,
	input [31:0] in_col,
	input [31:0] in_row,
	input [31:0] in_data,
	output [31:0] out_col,
	output [31:0] out_row,
	output [31:0] out_data
);
	wire [31:0] internal_col;
	wire [31:0] internal_row;
	wire [31:0] internal_data;
	systolic_2x2 m00(
		.CLOCK(CLOCK),
		.input_valid(input_valid),
		.reset(reset),
		.mult_over(mult_over),
		.in_col(in_col[15:0]),
		.in_row(in_row[15:0]),
		.in_data(internal_data[15:0]),
		.out_col(internal_col[15:0]),
		.out_row(internal_row[15:0]),
		.out_data(out_data[15:0])
	);
	systolic_2x2 m10(
		.CLOCK(CLOCK),
		.input_valid(input_valid),
		.reset(reset),
		.mult_over(mult_over),
		.in_col(internal_col[15:0]),
		.in_row(in_row[31:16]),
		.in_data(internal_data[31:16]),
		.out_col(out_col[15:0]),
		.out_row(internal_row[31:16]),
		.out_data(out_data[31:16])
	);
	systolic_2x2 m01(
		.CLOCK(CLOCK),
		.input_valid(input_valid),
		.reset(reset),
		.mult_over(mult_over),
		.in_col(in_col[31:16]),
		.in_row(internal_row[15:0]),
		.in_data(in_data[15:0]),
		.out_col(internal_col[31:16]),
		.out_row(out_row[15:0]),
		.out_data(internal_data[15:0])
	);
	systolic_2x2 m11(
		.CLOCK(CLOCK),
		.input_valid(input_valid),
		.reset(reset),
		.mult_over(mult_over),
		.in_col(internal_col[31:16]),
		.in_row(internal_row[31:16]),
		.in_data(in_data[31:16]),
		.out_col(out_col[31:16]),
		.out_row(out_row[31:16]),
		.out_data(internal_data[31:16])
	);
endmodule
module systolic_8x8(
	input CLOCK,
	input input_valid,
	input reset,
	input mult_over,
	input [63:0] in_col,
	input [63:0] in_row,
	input [63:0] in_data,
	output [63:0] out_col,
	output [63:0] out_row,
	output [63:0] out_data
);
	wire [63:0] internal_col;
	wire [63:0] internal_row;
	wire [63:0] internal_data;
	systolic_4x4 m00(
		.CLOCK(CLOCK),
		.input_valid(input_valid),
		.reset(reset),
		.mult_over(mult_over),
		.in_col(in_col[31:0]),
		.in_row(in_row[31:0]),
		.in_data(internal_data[31:0]),
		.out_col(internal_col[31:0]),
		.out_row(internal_row[31:0]),
		.out_data(out_data[31:0])
	);
	systolic_4x4 m10(
		.CLOCK(CLOCK),
		.input_valid(input_valid),
		.reset(reset),
		.mult_over(mult_over),
		.in_col(internal_col[31:0]),
		.in_row(in_row[63:32]),
		.in_data(internal_data[63:32]),
		.out_col(out_col[31:0]),
		.out_row(internal_row[63:32]),
		.out_data(out_data[63:32])
	);
	systolic_4x4 m01(
		.CLOCK(CLOCK),
		.input_valid(input_valid),
		.reset(reset),
		.mult_over(mult_over),
		.in_col(in_col[63:32]),
		.in_row(internal_row[31:0]),
		.in_data(in_data[31:0]),
		.out_col(internal_col[63:32]),
		.out_row(out_row[31:0]),
		.out_data(internal_data[31:0])
	);
	systolic_4x4 m11(
		.CLOCK(CLOCK),
		.input_valid(input_valid),
		.reset(reset),
		.mult_over(mult_over),
		.in_col(internal_col[63:32]),
		.in_row(internal_row[63:32]),
		.in_data(in_data[63:32]),
		.out_col(out_col[63:32]),
		.out_row(out_row[63:32]),
		.out_data(internal_data[63:32])
	);
endmodule
module systolic_16x16(
	input CLOCK,
	input input_valid,
	input reset,
	input mult_over,
	input [127:0] in_col,
	input [127:0] in_row,
	input [127:0] in_data,
	output [127:0] out_col,
	output [127:0] out_row,
	output [127:0] out_data
);
	wire [127:0] internal_col;
	wire [127:0] internal_row;
	wire [127:0] internal_data;
	systolic_8x8 m00(
		.CLOCK(CLOCK),
		.input_valid(input_valid),
		.reset(reset),
		.mult_over(mult_over),
		.in_col(in_col[63:0]),
		.in_row(in_row[63:0]),
		.in_data(internal_data[63:0]),
		.out_col(internal_col[63:0]),
		.out_row(internal_row[63:0]),
		.out_data(out_data[63:0])
	);
	systolic_8x8 m10(
		.CLOCK(CLOCK),
		.input_valid(input_valid),
		.reset(reset),
		.mult_over(mult_over),
		.in_col(internal_col[63:0]),
		.in_row(in_row[127:64]),
		.in_data(internal_data[127:64]),
		.out_col(out_col[63:0]),
		.out_row(internal_row[127:64]),
		.out_data(out_data[127:64])
	);
	systolic_8x8 m01(
		.CLOCK(CLOCK),
		.input_valid(input_valid),
		.reset(reset),
		.mult_over(mult_over),
		.in_col(in_col[127:64]),
		.in_row(internal_row[63:0]),
		.in_data(in_data[63:0]),
		.out_col(internal_col[127:64]),
		.out_row(out_row[63:0]),
		.out_data(internal_data[63:0])
	);
	systolic_8x8 m11(
		.CLOCK(CLOCK),
		.input_valid(input_valid),
		.reset(reset),
		.mult_over(mult_over),
		.in_col(internal_col[127:64]),
		.in_row(internal_row[127:64]),
		.in_data(in_data[127:64]),
		.out_col(out_col[127:64]),
		.out_row(out_row[127:64]),
		.out_data(internal_data[127:64])
	);
endmodule
module systolic_32x32(
	input CLOCK,
	input input_valid,
	input reset,
	input mult_over,
	input [255:0] in_col,
	input [255:0] in_row,
	input [255:0] in_data,
	output [255:0] out_col,
	output [255:0] out_row,
	output [255:0] out_data
);
	wire [255:0] internal_col;
	wire [255:0] internal_row;
	wire [255:0] internal_data;
	systolic_16x16 m00(
		.CLOCK(CLOCK),
		.input_valid(input_valid),
		.reset(reset),
		.mult_over(mult_over),
		.in_col(in_col[127:0]),
		.in_row(in_row[127:0]),
		.in_data(internal_data[127:0]),
		.out_col(internal_col[127:0]),
		.out_row(internal_row[127:0]),
		.out_data(out_data[127:0])
	);
	systolic_16x16 m10(
		.CLOCK(CLOCK),
		.input_valid(input_valid),
		.reset(reset),
		.mult_over(mult_over),
		.in_col(internal_col[127:0]),
		.in_row(in_row[255:128]),
		.in_data(internal_data[255:128]),
		.out_col(out_col[127:0]),
		.out_row(internal_row[255:128]),
		.out_data(out_data[255:128])
	);
	systolic_16x16 m01(
		.CLOCK(CLOCK),
		.input_valid(input_valid),
		.reset(reset),
		.mult_over(mult_over),
		.in_col(in_col[255:128]),
		.in_row(internal_row[127:0]),
		.in_data(in_data[127:0]),
		.out_col(internal_col[255:128]),
		.out_row(out_row[127:0]),
		.out_data(internal_data[127:0])
	);
	systolic_16x16 m11(
		.CLOCK(CLOCK),
		.input_valid(input_valid),
		.reset(reset),
		.mult_over(mult_over),
		.in_col(internal_col[255:128]),
		.in_row(internal_row[255:128]),
		.in_data(in_data[255:128]),
		.out_col(out_col[255:128]),
		.out_row(out_row[255:128]),
		.out_data(internal_data[255:128])
	);
endmodule
[design/flow/run.sh]
#!/bin/bash
# OpenROAD 26Q1-2900-gdf79404cd8, Yosys 0.63+post, stock flow scripts
make -C /OpenROAD-flow-scripts/flow DESIGN_CONFIG=/design/flow/config.mk WORK_HOME=/design/flow/orfs finish
==> metrics.cfg <==
[cts]
cts_inserted_buffers = 17
clock_transition_at_the_registers_of_the_reported_paths_ns = 0.08
cts_hold_repair.buffers = 0
tritoncts_clock_tree = done
cts-root-to-sink-buffers = 2
insertion_delay_ns = 0.46
cts-htree-levels = 4
clock_sink_count = 181
resized_cells_post_cts = 0
cts-root-buf = sky130_fd_sc_hd__clkbuf_16
postCtsSetupBuffers = 0

[synth]
synth_area_um2 = 10200
yosysCellCount = 1044
yosysWarningCount = 37
synthesis.area_per_instance_um2 = 9.81
synth_flops = 181
synth.lib_cells_used.distinct = 75
ys.flop_type = sky130_fd_sc_hd__dfrtp_1
share_of_synthesized_area_occupied_by_flip_flops_and_latches = 0.458
synth-edff-count = 32
async_flop_share = 0.823
synthesis.instances = 1044
yosys-stat-area_um2 = 10200

[worst_setup_path]
critical_path.slowest_cell = sky130_fd_sc_hd__nor4_1
path_max_fanout = 63
crit_required_ns = 10.53
rrSetupSlack_ns = 5.11
critical-path-max-stage-delay_ns = 0.81
cp_data_arrival_time_ns = 5.99
cp-end-kind = flop
crit_type = in -> reg
worst_setup_path_start_kind = input port
crit_top_cell = sky130_fd_sc_hd__buf_4
crit_chain = clkdlybuf4s50_1 > nor4_1 > nand4_1 > nor4_1 > buf_4 > nor2_4 > buf_4 > a211oi_2 > nor2_4 > buf_4 > mux2_2

[min_path]
holdCritPathClass = reg -> reg

[timing]
worstMarginPinSlew_ns = 0.927
finalCriticalPeriod_ns = 5.66
rsz0062_at_grt = no
final_max_slew_viol_count = 0
tns_ns = 0
skew_final_ns = 0.0249
final.period_utilization = 0.554
setup_violations = 0
final_hold_viol_count = 0
finalHoldWorstSlack_ns = 0.501
max_slew_margin = 0.376
fmaxAchievable_mhz = 177

[floorplanning]
die.size.x_um = 363
die-height_um = 363
fp-row-count = 125
die_area_um2 = 132000
core-area_um2 = 117000
floorplan.io_pins = 914
fp_density = 0.0879

[global_routing]
grt_antenna_before_repair = 17
vias_in_the_first_global_route = 7786
grt_pass1_wl_um = 53400
globalRouteTotalUtil = 0.0548
grt_max_degree = 64
overflow = 0

[pwr]
peakVddDrop_mv = 0.167
power.leakage_nw = 5.40
p_per_area_nw_per_um2 = 213

[finish]
area.growth.synth_to_final_pct = 39.0
layout-drive-gt1-share = 0.0794
nFillCells = 13122

[drt]
routed_wl_um = 37000
via_count = 8366
drt_iter0_drc = 726
drc = 0
diodes = 0
vias_per_cell = 3.05
route.antenna.remaining_nets = 0
first_pass_iteration_count_of_the_detailed_router = 5
post_drt_wl_per_cell_um = 13.5

[flow_run]
maxCapViolCount = 0
warning_count = 733

[placed_design]
io_buffers = 165
dp_hpwl_um = 29800
finalWeightedCongestion = 0.877

[status]
outcome = finished clean

-- flip-flops by register name, summed over array words and instances (netlist names) --
register,count
sdram0_data_burstcount,1
read_addr,27
sdram0_data_read,1
read_size,27
sdram0_data_address,27
fifo_out_writedata,32
burst_count,32
read_count,32
fifo_out_write,1
fifo_in_read,1
-- logic make-up (layout without fill, tap and decap cells) --
family,after synthesis,count (layout),synth area share
simple gates,380,380,0.186
compound gates,214,214,0.143
flops,181,181,0.458
buf+inv,108,246,0.0576
xor+xnor,103,103,0.0881
fa+ha+maj,30,30,0.0374
mux,27,27,0.0295
other cells,1,40,0.000366
-- final timing paths --
path,from,end,cells after the start
min in group asynchronous,reset_n,burst_count[14]$_DFFE_PN0P_,1
hold reg to reg,fifo_out_write$_DFF_PN0_,fifo_out_write$_DFF_PN0_,2
setup / recovery,fifo_in_readdata[30],sdram0_data_address[1]$_DFFE_PN0P_,11
setup reg to reg,read_size[0]$_DFFE_PN0P_,read_size[24]$_DFFE_PN0P_,12
max in group asynchronous,reset_n,read_count[11]$_DFFE_PN0P_,2
hold / removal,fifo_out_write$_DFF_PN0_,fifo_out_write$_DFF_PN0_,2
-- report_power, final --
part	switching [mW]	internal, mW	total [mW]
logic	0.606	0.574	1.18
clock network	0.356	0.338	0.694
registers	0.228	0.928	1.16
total	1.19	1.84	3.03
-- cell usage after synthesis, types with 4 or more instances --
cell                          n  area share
sky130_fd_sc_hd__o21ai_0     64       0.031
sky130_fd_sc_hd__and2_1       9      0.0055
sky130_fd_sc_hd__nor2b_1     13      0.0079
sky130_fd_sc_hd__or3_1        7      0.0043
sky130_fd_sc_hd__nand2b_1     9      0.0055
sky130_fd_sc_hd__o211ai_1     4      0.0029
sky130_fd_sc_hd__xnor2_1     58       0.050
sky130_fd_sc_hd__a21oi_1     23       0.011
sky130_fd_sc_hd__nand2_1     92       0.034
sky130_fd_sc_hd__inv_1       32       0.012
sky130_fd_sc_hd__o31ai_1      4      0.0029
sky130_fd_sc_hd__ha_1        29       0.035
sky130_fd_sc_hd__nor3_1      26       0.013
sky130_fd_sc_hd__a221o_1      4      0.0039
sky130_fd_sc_hd__nand3_1     32       0.016
sky130_fd_sc_hd__nor2_1     103       0.038
sky130_fd_sc_hd__edfxtp_1    32       0.094
sky130_fd_sc_hd__xor2_1      45       0.038
sky130_fd_sc_hd__o2111ai_1    4      0.0034
sky130_fd_sc_hd__o21ai_1     11      0.0054
sky130_fd_sc_hd__mux2_2      25       0.027
sky130_fd_sc_hd__and3_1      20       0.012
sky130_fd_sc_hd__o41ai_1      4      0.0034
sky130_fd_sc_hd__dfrtp_1    149        0.36
sky130_fd_sc_hd__buf_2       11      0.0054
sky130_fd_sc_hd__a22o_1      38       0.033
sky130_fd_sc_hd__nand4_1     17       0.010
sky130_fd_sc_hd__a31oi_1      7      0.0043
sky130_fd_sc_hd__clkbuf_1    19      0.0070
sky130_fd_sc_hd__nor4_1      30       0.018
sky130_fd_sc_hd__buf_4       45       0.033
sky130_fd_sc_hd__a21o_1      19       0.014
-- cell usage in the layout, fill, tap and decap left out, types with 3 or more instances in the layout --
cell type,synthesis,layout
sky130_fd_sc_hd__nor2_1,103,101
sky130_fd_sc_hd__and2_1,9,9
sky130_fd_sc_hd__a221o_1,4,4
sky130_fd_sc_hd__nand3_1,32,32
sky130_fd_sc_hd__o21ai_0,64,64
sky130_fd_sc_hd__nand2_1,92,92
sky130_fd_sc_hd__and3_1,20,20
sky130_fd_sc_hd__o22ai_1,3,3
sky130_fd_sc_hd__clkdlybuf4s50_1,0,164
sky130_fd_sc_hd__a31oi_1,7,7
sky130_fd_sc_hd__o2111ai_1,4,4
sky130_fd_sc_hd__buf_4,45,17
sky130_fd_sc_hd__o211ai_1,4,4
sky130_fd_sc_hd__inv_12,0,3
sky130_fd_sc_hd__nand2b_1,9,9
sky130_fd_sc_hd__inv_8,0,4
sky130_fd_sc_hd__nor4_1,30,30
sky130_fd_sc_hd__edfxtp_1,32,32
sky130_fd_sc_hd__or3_1,7,7
sky130_fd_sc_hd__a21oi_1,23,23
sky130_fd_sc_hd__conb_1,1,40
sky130_fd_sc_hd__o31ai_1,4,4
sky130_fd_sc_hd__o41ai_1,4,4
sky130_fd_sc_hd__a21o_1,19,19
sky130_fd_sc_hd__mux2_2,25,25
sky130_fd_sc_hd__xor2_1,45,45
sky130_fd_sc_hd__nand4_1,17,17
sky130_fd_sc_hd__nor2b_1,13,13
sky130_fd_sc_hd__clkinv_8,0,4
sky130_fd_sc_hd__a22o_1,38,38
sky130_fd_sc_hd__xnor2_1,58,58
sky130_fd_sc_hd__clkbuf_16,0,17
sky130_fd_sc_hd__nor3_1,26,26
sky130_fd_sc_hd__inv_1,32,32
sky130_fd_sc_hd__ha_1,29,29
sky130_fd_sc_hd__o21ai_1,11,10
sky130_fd_sc_hd__dfrtp_1,149,149
-- cell type report --
type                       instances  area [µm²]  area share
sequential                       181        4690       0.329
inverter                          32         120     0.00844
clock inverter                    15         191      0.0134
tap                             1524        1910       0.134
clock buffer                      17         425      0.0299
multi-input combinational        794        5120       0.360
timing repair buffer             182        1780       0.125
-- worst max-delay path: cells and delay by family --
kind,cells,cell delay (ns)
AOI/OAI and AO/OA,1,0.69
buffers and inverters,4,1.40
muxes,1,0.36
and+or+nand+nor,5,1.43
-- per-stage QoR --
step | worst slack, ns | util | power [mW] | instances | area [µm²]
finish | 4.54 | 0.122 | 3.03 | 2745 | 14200
floorplan | 5.77 | - | 1.84 | 1083 | 10400
detailed placement | 4.14 | 0.117 | 2.35 | 2713 | 13600
CTS | 4.61 | 0.122 | 3.06 | 2745 | 14200
global route | 4.39 | 0.122 | 3.26 | 2745 | 14200
global placement | 4.18 | 0.117 | 2.35 | 2713 | 13600
-- routing by layer --
layer | routed length (µm) | vias to the layer above | global-route usage
met4 | 268 | 8 | 0.00248
met5 | 46 | - | 0
li1 | - | 4005 | -
met1 | 17000 | 3947 | 0.0789
met3 | 6390 | 35 | 0.0410
met2 | 13200 | 371 | 0.0668
Power is estimated from default activity; no workload was simulated.
